--- ./run.sh ---
#!/bin/bash
# OpenROAD 26Q1-2900-gdf79404cd8, Yosys 0.63+post, stock flow scripts
make -C /OpenROAD-flow-scripts/flow DESIGN_CONFIG=/design/flow/config.mk WORK_HOME=/design/flow/orfs finish
--- ./config.mk ---
export PLATFORM = sky130hd
export DESIGN_NAME = digital_clock_top
export DESIGN_NICKNAME = digital_clock_top
export VERILOG_FILES = /design/flow/design.v
export SDC_FILE = /design/flow/constraint.sdc
export NUM_CORES = 4
export LEC_CHECK = 1
export CORE_AREA = 10 10 108 108
export DIE_AREA = 0 0 118 118
--- ./constraint.sdc ---
current_design digital_clock_top

set clk_period 1.9
set clk_io_pct 0.2

create_clock -name clk0 -period $clk_period [get_ports {tick}]

set non_clock_inputs [all_inputs -no_clocks]
set_input_delay [expr $clk_period * $clk_io_pct] -clock clk0 $non_clock_inputs
set_output_delay [expr $clk_period * $clk_io_pct] -clock clk0 [all_outputs]
--- ./design.v ---
`timescale 1ns/1ps
module alarm_module(
    input  wire [4:0] cur_hour,    
    input  wire [5:0] cur_min,     
    input  wire [5:0] cur_sec,     
    input  wire [4:0] alarm_hour,
    input  wire [5:0] alarm_min,
    input  wire [5:0] alarm_sec,
    input  wire alarm_en,          
    input  wire clk,               
    input  wire reset_n,           
    output reg  alarm_out          
);
    wire match = alarm_en &&
                 (cur_hour == alarm_hour) &&
                 (cur_min  == alarm_min)  &&
                 (cur_sec  == alarm_sec);
    always @(posedge clk or negedge reset_n) begin
        if (!reset_n)
            alarm_out <= 1'b0;
        else if (match)
            alarm_out <= 1'b1;
        else
            alarm_out <= alarm_out; 
    end
endmodule
`timescale 1ns/1ps
module digital_clock_top(
    input  wire tick,           
    input  wire reset_n,        
    input  wire [4:0] alarm_hour,
    input  wire [5:0] alarm_min,
    input  wire [5:0] alarm_sec,
    input  wire alarm_en,
    input  wire alarm_reset_n,
    output wire [4:0] hour,
    output wire [5:0] min,
    output wire [5:0] sec,
    output wire alarm_out
);
    wire minute_tick;
    wire hour_tick;
    second_counter sec_cnt (
        .tick(tick),
        .reset_n(reset_n),
        .sec(sec),
        .minute_tick(minute_tick)
    );
    minute_counter min_cnt (
        .minute_tick(minute_tick),
        .reset_n(reset_n),
        .min(min),
        .hour_tick(hour_tick)
    );
    hour_counter hr_cnt (
        .hour_tick(hour_tick),
        .reset_n(reset_n),
        .hour(hour)
    );
    alarm_module alarm (
        .cur_hour(hour),
        .cur_min(min),
        .cur_sec(sec),
        .alarm_hour(alarm_hour),
        .alarm_min(alarm_min),
        .alarm_sec(alarm_sec),
        .alarm_en(alarm_en),
        .clk(tick),              
        .reset_n(alarm_reset_n), 
        .alarm_out(alarm_out)
    );
endmodule
`timescale 1ns/1ps
module hour_counter(
    input  wire hour_tick,   
    input  wire reset_n,
    output reg  [4:0] hour   
);
    always @(posedge hour_tick or negedge reset_n) begin
        if (!reset_n) begin
            hour <= 5'd0;
        end else begin
            if (hour == 5'd23)
                hour <= 5'd0;
            else
                hour <= hour + 5'd1;
        end
    end
endmodule
`timescale 1ns/1ps
module minute_counter(
    input  wire minute_tick, 
    input  wire reset_n,
    output reg  [5:0] min,   
    output reg  hour_tick    
);
    always @(posedge minute_tick or negedge reset_n) begin
        if (!reset_n) begin
            min <= 6'd0;
            hour_tick <= 1'b0;
        end else begin
            if (min == 6'd59) begin
                min <= 6'd0;
                hour_tick <= 1'b1;
            end else begin
                min <= min + 6'd1;
                hour_tick <= 1'b0;
            end
        end
    end
endmodule
`timescale 1ns/1ps
module second_counter(
    input  wire tick,       
    input  wire reset_n,    
    output reg  [5:0] sec,  
    output reg  minute_tick 
);
    always @(posedge tick or negedge reset_n) begin
        if (!reset_n) begin
            sec <= 6'd0;
            minute_tick <= 1'b0;
        end else begin
            if (sec == 6'd59) begin
                sec <= 6'd0;
                minute_tick <= 1'b1;
            end else begin
                sec <= sec + 6'd1;
                minute_tick <= 1'b0;
            end
        end
    end
endmodule
==> flow_metrics.env <==
# physical design summary
export IMPL_status="completed"
export IMPL_die_width_um=118
export IMPL_unclocked_regs=12
export IMPL_worst_path_max_fanout=9
export IMPL_wl_per_cell_um=11.5
export IMPL_cts_root_buffer="clkbuf_8"
export IMPL_dpl_worst_slack_ns=0.274
export IMPL_rows=35
export IMPL_path_cells="clkdlybuf4s50_1"
export IMPL_log_warning_count=25
export IMPL_cts_hold_buf=0
export IMPL_postPlaceCellArea_um2=1560
export IMPL_ys_ff=20
export IMPL_clkSlewWorstSetupHoldPaths_ns=0.04
export IMPL_track_usage=0.0434
export IMPL_first_iter_violations=18
export IMPL_pin_count=39
export IMPL_p_leak_nw=0.628
export IMPL_antenna_found_initial=0
export IMPL_synth_cell_type_count=24
export IMPL_cp_start_kind="flip-flop"
export IMPL_post_route_util=0.173
export IMPL_finalHoldViolations=0
export IMPL_syn_area_um2=1050
export IMPL_slowest_stage="clkdlybuf4s50_1"
export IMPL_tns_ns=0
export IMPL_ant_nets=0
export IMPL_rrSetupSlack_ns=0.57
export IMPL_period_needed_ns=1.69
export IMPL_dpl_hpwl_mm=2.62
export IMPL_vias=828
export IMPL_gp_congestion=0.752
export IMPL_cts_max_path_buffers=2
export IMPL_cts_buffers=3
export IMPL_path_depth=1
export IMPL_untimed_endpoints=23
export IMPL_areaGrowthSynthToFinish_pct=52.4
export IMPL_post_cts_buffers=0
export IMPL_peakVddDrop_v=0.000109
export IMPL_area_leaders="dfrtp_1, xnor2_1, xor2_1, nand4_1, ha_1"
export IMPL_final_cell_mix="clkdlybuf4s50_1, dfrtp_1, xnor2_1"
export IMPL_whs_ns=0.323
export IMPL_initCoreUtil=0.113
export IMPL_critPathMaxStageDelay_ns=0.55
export IMPL_rsz0062_at_grt="false"
export IMPL_end_kind="output pin"
export IMPL_finalClockSkew_ns=0.00413
export IMPL_yosys_area_um2=1050
export IMPL_arrival_ns=1.31
export IMPL_crit_buf_inv=1
export IMPL_top_area_frac=0.475
export IMPL_max_freq_mhz=591
export IMPL_dr_pass1_iters=4
export IMPL_dieArea_um2=13900
export IMPL_largest_area_cell="dfrtp_1"
export IMPL_critPathKind="flip-flop to output pin"
export IMPL_cp_required_ns=1.52
export IMPL_setup_violations=0
export IMPL_viasPerCell=3.14
export IMPL_drv_cap=0
export IMPL_grt_pass1_wl_mm=4.76
export IMPL_hp_class="input pin to asynchronous set/reset pin"
export IMPL_worst_slew_pin_slew_ns=0.587
export IMPL_worst_slack_ns=0.208
export IMPL_cts_tree="built"
export IMPL_ys_cells=97
export IMPL_first_global_vias=860
export IMPL_clk_latency_ns=0.23
export IMPL_yosys_stat_seqShare=0.475
export IMPL_die_h_um=118
export IMPL_ctsHtreeMaxLevel=1
export IMPL_postCtsResizedCells=0
export IMPL_layout_cells_most_common="clkdlybuf4s50_1"
export IMPL_synthCells=97
export IMPL_drcViolationCount=0
export IMPL_ys_warnings_count=4
export IMPL_syn_avg_cell_area_um2=10.9
export IMPL_io_buffers=38
export IMPL_slew_limit_headroom=0.607
export IMPL_cp_top_family="buffers and inverters"
export IMPL_antennaDiodeCount=0
export IMPL_fill_cells=1029
export IMPL_grt_overflow_total=0
export IMPL_fin_crit_sh=0.891
export IMPL_grt_max_degree=14
export IMPL_drt_total_wl_mm=3.04
export IMPL_reg2regPathDepth=4
export IMPL_stdcell_count=264
export IMPL_powerDensity_nw_per_um2=280
export IMPL_drive_above_1_share=0.0519
export IMPL_final_cell_area_um2=1610
export IMPL_reg2reg_to="sec_cnt.sec[2]$_DFF_PN0_"
export IMPL_reg2reg_from="sec_cnt.sec[0]$_DFF_PN0_"
export IMPL_maxSlewViolCount=0
export IMPL_dp_cells=261
export IMPL_p_total_mw=0.449
export IMPL_core_region_area_um2=9280
==> power by group <==
part	total (mW)	internal (mW)	switching (mW)
combinational	0.0799	0.0510	0.0289
clock	0.198	0.137	0.0614
sequential	0.171	0.171	0.00000678
total	0.449	0.359	0.0903
==> how the worst max path moves through the flow <==
stage / slack [ns] / from / end
after global routing: 0.12 / sec_cnt.sec[3]$_DFF_PN0_ / sec[3]
final: 0.21 / sec_cnt.sec[2]$_DFF_PN0_ / sec[2]
after CTS: 0.18 / sec_cnt.sec[2]$_DFF_PN0_ / sec[2]
==> layout make-up <==
type | count | area (um^2) | share of cell area
inverters | 1 | 3.75 | 0.00234
well taps | 129 | 161 | 0.101
multi-input cells | 72 | 510 | 0.318
repair buffers | 39 | 388 | 0.242
clock buffers | 3 | 41.3 | 0.0257
flip-flops and latches | 20 | 500 | 0.312
==> layer usage <==
metal / GRT usage / part of all wire / routed length, um / vias to the layer above
li1: - / - / - / 418
met1: 0.0442 / 0.36 / 1090 / 388
met2: 0.0853 / 0.57 / 1730 / 20
met3: 0.0156 / 0.068 / 208 / 2
met4: 0.00232 / 0.0026 / 8 / 0
met5: 0 / 0 / 0 / -
==> registers in the layout (all words and copies together), names as in the netlist <==
name,cells
sec_cnt.sec,6
min_cnt.min,6
min_cnt.hour_tick,1
alarm.alarm_out,1
sec_cnt.minute_tick,1
hr_cnt.hour,5
==> cells by family after synthesis <==
| family | Yosys count | share of synthesized area |
|---|---|---|
| buffers and inverters | 5 | 0.0404 |
| adders and majority gates | 3 | 0.0356 |
| AOI/OAI and AO/OA | 15 | 0.0974 |
| xor gates and xnor gates | 22 | 0.208 |
| and+or+nand+nor | 32 | 0.144 |
| DFF | 20 | 0.475 |
==> Yosys cell counts, drive strengths merged <==
cell,n
buf,4
a41o,1
ha,3
a21oi,1
nor3,1
nand2,9
xor2,7
inv,1
nor2,8
nand4,7
o211ai,4
nand3,4
a22o,2
xnor2,15
nand2b,1
and3,1
o21ai,6
a41oi,1
dfrtp,20
nor4,1
Power is estimated from default activity; no workload was simulated.
